## design/flow/constraint.sdc

```tcl
current_design clk_Div

set clk_period 7.2
set clk_io_pct 0.2

create_clock -name clk0 -period $clk_period [get_ports {clock}]

set non_clock_inputs [all_inputs -no_clocks]
set_input_delay [expr $clk_period * $clk_io_pct] -clock clk0 $non_clock_inputs
set_output_delay [expr $clk_period * $clk_io_pct] -clock clk0 [all_outputs]
```

## design/flow/design.v

```verilog
module clk_Div(
	input clock, reset,
	output reg clkOut
	);
	reg [25:0] count = 5000;
	always@(posedge clock , posedge reset)
	begin
		if(reset)
			count <= 5000;
		else if(count == 0)
			begin
			clkOut <= ~clkOut;
			count <= 5000;
			end
		else
			count <= count - 1;
	end					
endmodule
```

## design/flow/config.mk

```make
export PLATFORM = sky130hd
export DESIGN_NAME = clk_Div
export DESIGN_NICKNAME = clk_Div
export VERILOG_FILES = /design/flow/design.v
export SDC_FILE = /design/flow/constraint.sdc
export NUM_CORES = 4
export LEC_CHECK = 1
export CORE_AREA = 10 10 97 97
export DIE_AREA = 0 0 107 107
```

## design/flow/run.sh

```bash
#!/bin/bash
# OpenROAD 26Q1-2900-gdf79404cd8, Yosys 0.63+post, stock flow scripts
make -C /OpenROAD-flow-scripts/flow DESIGN_CONFIG=/design/flow/config.mk WORK_HOME=/design/flow/orfs finish
```

==> CHANGELOG.md <==
## Implementation

* Status: finished, final reports clean
* Die X-Extent at 107 um
* Cell area leaders: dfrtp_1, dfstp_2, nor4_4, o31ai_1, nor2_1
* R2r worst-path depth at 7
* Asr flop ratio synth at 96.3%
* Congestion Overflow GR at 0
* Slowest-stage cell, CP: clkdlybuf4s50_1
* Top_reg_cell synth: dfrtp_1
* CTS tree: done
* Final Hold Fails at 0
* Setup bufs post-CTS at 0
* Slew Limit Fails at 0
* Mapped cell area at 1370 um^2
* ANT nets after route at 0
* Crit path launch type: flip-flop
* Ao+oa area frac at 10.8%
* Worst R2R End: count[3]$_DFF_PP1_
* Worst endpoint required time at 5.76 ns
* Clk latency of the worst-skew pair at 0.27 ns
* Adder-Cell Fraction of Synth Area at 0.912%
* GPL Wtd Cong at 0.783
* FMAX at 0.397 GHz
* #FFs+latches synth at 27
* Total routed wirelength at 2250 um
* Most frequent logic cell in the layout: dfrtp_1
* Cells along the critical path: clkdlybuf4s50_1
* Min cycle time layout at 2.52 ns
* Post-synthesis simple-gate area fraction at 28.4%
* Number of diodes at 0
* Detail Placement HPWL at 1530 um
* Slew Limit Headroom at 61.6%
* Cts bufs inserted at 3
* Ys cells at 126
* I/O Pins at 3
* Number of fill cells in the layout at 814
* Syn Area/Cell at 10.9 um^2
* Root Driver: clkbuf_8
* Hold depth at 1
* Critical path class: reg2out
* Via Count at 929
* EDFF count, synth at 1
* Critical Path Max Stage Delay at 0.46 ns
* Largest logic family: simple AND/OR/NAND/NOR gates
* Crit path max fanout at 2
* Die area at 11400 um^2
* Flop area at 687 um^2
* Seq share, synth at 50.0%
* Wire per inst at 9.80 um
* Unrepaired setup endpoints after global routing: no
* Flop2flop setup slack at 4.80 ns
* Total GRT Usage at 4.03%
* Post-synthesis cell count at 126
* Yosys top cell by area: dfrtp_1
* Tool warnings at 25
* # setup viols final at 0
* Clock Skew at 0.00139 ns
* Peak VDD IR at 0.0559 mV
* Area Overhead vs Synth at 13.9%
* TritonCTS Sinks at 27
* First-pass GRT wire length at 4110 um
* DRT Pass-1 Iters at 4
* Proportion of synthesized area in mux cells at 0.729%
* Clock transition at path regs at 0.09 ns
* Area of the multi-input gates at 649 um^2
* Initial antenna violation count at 0
* Number of global-route vias before repair at 971
* Setup TNS at 0 ns
* Synth unique cells at 39
* Least-Margin Pin Slew at 0.574 ns
* Layout cells sized above 1 at 14.5%
* # rows at 31
* Yosys warnings at 1
* Hold-fix buffers, CTS at 0
* Worst path bufs/invs at 1
* Period Utilization, post-route at 35.0%
* WHS at 0.484 ns
* CP arrival at 1.08 ns
* Via density at 4.04
* FF-to-FF Start: count[0]$_DFF_PP0_
* Largest net degree at the start of global routing at 27
* Leakage power at 0.625 nW
* IO Port Bufs at 2
* # DRC at 0
* Crit path max-delay family: buffers and inverters
* Endpoint, Worst Hold: count[24]$_DFF_PP0_
* Max cap viols at 0
* Init Core Util at 18.8%
* Min-delay src: count[24]$_DFF_PP0_
* DR iter-0 viols at 16
* Post-CTS resize count at 0
* Top cell area share at 38.3%
* Xor+xnor area frac at 6.38%
* CORE AREA at 7290 um^2
* Die Y at 107 um
* HP Class: reg2reg
* Crit. End Element: output pin
* PwrDens at 154 nW/um^2
* Most instantiated logic cells after routing: dfrtp_1, nor2_1, o31ai_1, nand2_1
* Longest Clk Path Bufs at 2
* Area reported by Yosys stat at 1370 um^2
* H-tree level count at 1
## routing by layer
metal	track usage, %	vias to the layer above	routed length (um)
met3	0.182	0	24
met1	5.59	444	1160
li1	-	475	-
met2	6.89	10	1070
met5	0	-	0
met4	0.774	0	0
## logic make-up (layout without fill, tap and decap cells)
| family | Yosys count | after routing |
|---|---|---|
| AND-OR/OR-AND | 23 | 23 |
| XOR/XNOR | 10 | 10 |
| adder cells (fa/ha/maj) | 1 | 1 |
| buffers and inverters | 9 | 14 |
| flip-flops | 27 | 27 |
| multiplexers | 1 | 1 |
| AND/OR/NAND/NOR | 55 | 55 |
## flip-flops by register name, summed over array words and instances (netlist names)
signal  flops
count      26
clkOut      1
## through the flow
| stage | instances | util [%] | setup WS [ns] | power (mW) | area (um^2) |
|---|---|---|---|---|---|
| CTS | 230 | 21.4 | 4.66 | 0.244 | 1560 |
| global route | 230 | 21.4 | 4.56 | 0.250 | 1560 |
| detailed placement | 226 | 20.8 | 4.77 | 0.159 | 1520 |
| floorplan | 126 | - | 5.25 | 0.157 | 1370 |
| global placement | 226 | 20.8 | 4.80 | 0.159 | 1520 |
| finish | 230 | 21.4 | 4.68 | 0.240 | 1560 |
## Yosys cell counts (3+ instances only)
| library cell | instances |
|---|---|
| dfrtp_1 | 21 |
| nor2_1 | 13 |
| o31ai_1 | 8 |
| nand2_1 | 7 |
| inv_1 | 6 |
| or4_1 | 6 |
| a21oi_1 | 5 |
| dfstp_2 | 5 |
| o21ai_0 | 5 |
| xnor2_1 | 5 |
| xor2_1 | 5 |
| nand2b_1 | 3 |
| nor4_4 | 3 |
| or3_1 | 3 |
## cell type report
type                            instances  share of cell area [%]
Sequential cell                        27                    44.0
Multi-Input combinational cell         90                    41.6
Tap cell                               99                    7.93
Clock buffer                            4                    2.88
Timing Repair Buffer                    4                    2.24
Inverter                                6                    1.44
## where the power goes
group,leakage [nW],switching (mW),internal (mW)
Combinational,0.260,0.00290,0.000881
Sequential,0.343,0,0.152
Clock,0.0228,0.0448,0.0396
## worst max-delay path by stage
| stage | from | endpoint | depth (start not counted) |
|---|---|---|---|
| after CTS | clkOut$_DFFE_PP_ | clkOut | 1 |
| final | clkOut$_DFFE_PP_ | clkOut | 1 |
| after global routing | count[0]$_DFF_PP0_ | count[3]$_DFF_PP1_ | 7 |
Power figures rest on the tool's default switching activity, not on a simulated workload.
