==> ./design.v <==
module PWM(reset,clk1ms,PWM,nextState,state,counter);
input reset,clk1ms;
output reg [25:0] counter;
output reg PWM;
output reg [1:0] nextState,state;
parameter start= 2'b00, OFF= 2'b01, ON= 2'b10;
parameter c2 = 5'd2, c18 = 5'd18;
always@(posedge clk1ms or posedge reset)
begin 
	if (reset)
		state <= start;
	else 
		state <= nextState;
end 
always@(state or counter)
begin 
	case(state)
	  start:begin
					counter = 0;
					nextState = OFF;
				end 
	  	OFF: 
	 begin
			if (counter == 18) 
					begin
					counter = 0;
					nextState = ON;
					end 
			else
					begin
					counter <= #1 counter + 1;
					nextState = OFF;
					end 
  end
	ON:
	   begin 
			if (counter == 2)
					nextState = start; 
			else 
				  counter <= #1 counter + 1'd1;
					nextState = ON; 
		end 
	default :
					nextState = start;
endcase
end 		
always@(state)
case (state)
	start: 	PWM = 0;
	OFF: 		PWM = 0;
	ON: 		PWM = 1;
	default : PWM =0;
endcase
endmodule 
==> ./constraint.sdc <==
current_design PWM

set clk_period 1.5
set clk_io_pct 0.2

create_clock -name clk0 -period $clk_period [get_ports {clk1ms}]

set non_clock_inputs [all_inputs -no_clocks]
set_input_delay [expr $clk_period * $clk_io_pct] -clock clk0 $non_clock_inputs
set_output_delay [expr $clk_period * $clk_io_pct] -clock clk0 [all_outputs]
==> ./config.mk <==
export PLATFORM = sky130hd
export DESIGN_NAME = PWM
export DESIGN_NICKNAME = PWM
export VERILOG_FILES = /design/flow/design.v
export SDC_FILE = /design/flow/constraint.sdc
export NUM_CORES = 4
export LEC_CHECK = 1
export CORE_AREA = 10 10 95 95
export DIE_AREA = 0 0 105 105
==> ./run.sh <==
#!/bin/bash
# OpenROAD 26Q1-2900-gdf79404cd8, Yosys 0.63+post, stock flow scripts
make -C /OpenROAD-flow-scripts/flow DESIGN_CONFIG=/design/flow/config.mk WORK_HOME=/design/flow/orfs finish
==> deck_impl_summary.md <==
Key Metrics from the Run

Pwr
  – P per Cell Area: roughly 140 nW/µm²
  – Peak supply drop: between 0.0002 and 0.00025 V
  – Pwr Total: between 200 and 300 µW
  – Leakage power: 0.720 nW

Clock network
  – CTS root buffer: clkbuf_8
  – Clock latency on the worst-skew pair: between 0.2 and 0.25 ns
  – CTS Buf Count: 3
  – Clock transition at path regs: about 0.030 ns
  – CTS Buffer Depth: 2
  – CTS tree: built
  – CTS H-tree depth: 1

Final timing
  – Hold_ws: around 0.26 ns
  – Slew @ Worst Pin: just under 0.5 ns
  – Final Setup Violations: 2
  – Number of unconstrained endpoints: roughly 52
  – Final period util: 107%
  – TNS Setup: -0.192 ns
  – Clk_skew: 0.00120 ns
  – Count of final max-slew check failures: 0
  – Final Hold Vio Count: 0
  – F_max: ~0.63 GHz
  – Register pins left without a clock: 26
  – RSZ-0062 raised after global routing: yes
  – Final worst slack: -0.0978 ns
  – Max_slew headroom: 67.8%
  – Tmin final: 1.60 ns

Setup path
  – Crit path arrival time: 1.30 ns
  – Worst setup path class: flip-flop to output port
  – Worst R2R Setup Slack: 0.41 ns
  – Critical Path Fanout Max: 2
  – Setup crit end kind: output port
  – Data required, critical path: ~1.2 ns
  – CP startpoint kind: flip-flop

GRT
  – GRT Total Usage: around 6.4%
  – Initial antenna violation count: 0
  – Vias in the first global route: about 1200
  – Largest net degree at the start of global routing: 27
  – First-pass GRT wire length: 6150 µm
  – GR Overflow Total: 0

Drt
  – DR vias: 1331
  – Via density: 4.41
  – Post-route DRC violation count: 0
  – Ant diodes: 0
  – Wire per inst: between 10 and 15 µm
  – Final WL: ~3700 µm
  – 1st-iter DRT viols: a little under 50
  – DRT Pass-1 Iters: 4
  – Routed Antenna Nets: 0

Status
  – Run status: finished, violations left
  – Failing checks: setup timing

Die
  – Die area: between 10000 and 15000 µm²
  – Core area: slightly below 7000 µm²
  – Fp util: approximately a fifth
  – Die Y: approximately 110 µm
  – Top Ports: 33
  – # rows: 30
  – Die width: ~110 µm

Placement
  – # port buffers: 32
  – Final HPWL DP: ~2700 µm
  – Placer congestion estimate: 0.770

Synth
  – Area share, top type: 29.8%
  – Post-synth EDFFs: 0
  – Top area cell types: dlxtn_1, xnor2_1, ha_1
  – Synthesized registers: 28
  – Main flop type: dlxtn_1
  – YS warnings: roughly 150
  – Mapped Cells: ~160
  – Syn_area_per_cell: 8.18 µm²
  – Cell Area, Synth: roughly 1300 µm²
  – Yosys top cell by instances: dlxtn_1
  – FFs w/ async S/R, synth: ~7.1%
  – Synth area leader: dlxtn_1
  – Ys cells: 160
  – Post-synth area from yosys stat: around 1300 µm²
  – Netlist cell types: 29
  – Commonest cells post-synth: dlxtn_1, nor2_1, xnor2_1, a21oi_1, inv_1

Hold path
  – Hold Path Class: primary input to asynchronous set/reset pin

Finish
  – Area Overhead vs Synth: 49.4%
  – Share of layout cells above drive strength 1: a little under 20%

Job
  – Tool warnings: 31
  – MaxCap Viol Count: 0
-- worst max-delay path, stage by stage (launching register included) --
cell,delay [ns]
dfrtp_1,0.38
buf_6,0.13
ha_4,0.15
buf_6,0.11
a31o_4,0.21
buf_2,0.11
-- path summary, 6_finish.rpt --
path,start,to,cells after the start
max,state[0]$_DFF_PP0_,nextState[1],5
min in group clk0,state[1]$_DFF_PP0_,state[0]$_DFF_PP0_,4
max in group asynchronous,reset,state[1]$_DFF_PP0_,2
min reg2reg,state[1]$_DFF_PP0_,state[0]$_DFF_PP0_,4
max reg2reg,state[0]$_DFF_PP0_,state[1]$_DFF_PP0_,4
min,reset,state[0]$_DFF_PP0_,2
-- cells by family (layout without fill, tap and decap cells) --
| kind of cell | Yosys count | after routing | share of synthesized area [%] |
|---|---|---|---|
| fa+ha+maj | 6 | 6 | 5.74 |
| simple gates | 71 | 71 | 31.1 |
| compound gates | 28 | 28 | 15.5 |
| buf+inv | 14 | 60 | 5.35 |
| flops | 2 | 2 | 3.82 |
| xor+xnor | 13 | 13 | 8.70 |
| latches | 26 | 26 | 29.8 |
-- placed cells by master, fill, tap and decap left out, types with 3 or more instances in the layout --
cell type,n
a21oi_1,9
a21oi_2,3
buf_4,7
buf_6,8
clkbuf_8,3
clkdlybuf4s50_1,27
dlxtn_1,26
ha_4,4
inv_1,7
nand2_1,8
nand3_1,7
nand4_1,5
nor2_1,20
nor3_1,3
nor4_1,8
o21ai_0,3
o31ai_1,9
or3_1,3
or4_1,6
xnor2_1,12
-- power by group --
group	internal, mW	switching (mW)	leakage (nW)
sequential	0.0544	0	0.224
combinational	0.00245	0.00150	0.474
clock	0.169	0.0402	0.0216
-- per-stage QoR --
| stage | utilization (%) | setup WS, ns | area [µm²] | instances |
|---|---|---|---|---|
| 2_1_floorplan | - | 0.353 | 1310 | 160 |
| 3_3_place_gp | 25.7 | -0.210 | 1780 | 292 |
| 3_5_place_dp | 25.7 | -0.235 | 1780 | 292 |
| 4_1_cts | 27.7 | -0.0981 | 1910 | 301 |
| 5_1_grt | 28.3 | -0.151 | 1960 | 302 |
| 6_report | 28.3 | -0.0978 | 1960 | 302 |
-- registers in the layout, summed over array words and instances, names as in the netlist --
| register | cells |
|---|---|
| counter | 26 |
| state | 2 |
-- timing repair --
item | CTS | global route
hold buffers | 0 | 0
setup buffers | 6 | 1
setup endpoints to repair | 4 | 4
pin swaps | 3 | 1
hold endpoints to repair | 0 | 0
resized | 24 | 11
-- layer usage --
| metal | share of wire (%) | GRT usage [%] | vias up |
|---|---|---|---|
| met1 | 53 | 9.97 | 620 |
| met4 | 0 | 0.392 | 0 |
| met2 | 41 | 8.85 | 32 |
| met3 | 5.9 | 1.86 | 0 |
| met5 | 0 | 0 | - |
| li1 | - | - | 679 |
-- layout make-up --
cell class                 instances  area (µm²)
clock buffer                       3        41.3
inverter                          10        42.5
tap                               96         120
sequential                        28         440
timing repair buffer              47         450
fill                             747        4950
multi-input combinational        118         861
Power is estimated from default activity; no workload was simulated.
