`design/flow/run.sh`:
```
#!/bin/bash
# OpenROAD 26Q1-2900-gdf79404cd8, Yosys 0.63+post, stock flow scripts
make -C /OpenROAD-flow-scripts/flow DESIGN_CONFIG=/design/flow/config.mk WORK_HOME=/design/flow/orfs finish
```
`design/flow/config.mk`:
```
export PLATFORM = sky130hd
export DESIGN_NAME = SimplePWM
export DESIGN_NICKNAME = SimplePWM
export VERILOG_FILES = /design/flow/design.v
export SDC_FILE = /design/flow/constraint.sdc
export NUM_CORES = 4
export LEC_CHECK = 1
export CORE_AREA = 10 10 70 70
export DIE_AREA = 0 0 80 80
```
`design/flow/constraint.sdc`:
```
current_design SimplePWM

set clk_period 2.6
set clk_io_pct 0.2

create_clock -name clk0 -period $clk_period [get_ports {clk_in}]

set non_clock_inputs [all_inputs -no_clocks]
set_input_delay [expr $clk_period * $clk_io_pct] -clock clk0 $non_clock_inputs
set_output_delay [expr $clk_period * $clk_io_pct] -clock clk0 [all_outputs]
```
`design/flow/design.v`:
```
module SimplePWM(clk_in,  PWM_out);
input clk_in;  
output reg PWM_out ;  
reg [7:0] counter = 0;
parameter x_in = 5'b10010;
always@ (posedge clk_in )begin
	if ( counter == x_in )
		PWM_out <= 1;
	else begin
		PWM_out <= 0;
		counter <= counter+1;
end
end 
endmodule
```
==> impl_metrics.csv <==
group,metric,value,unit
setup_path,cp-startpoint,"counter[0]$_DFFE_PP_",
final_layout,seq_area,260,um^2
drt,vias,227,
die,core-area,3420,um^2
placed_design,numPortBuffers,1,
final_layout,drive_gt1_frac,0.139,
global_route,antenna_found_initial,0,
hold_path,hp-class,"reg -> reg",
clock_tree,cts_tree,"built",
placed_design,placed_cells,78,
clock_tree,cts_num_sinks,9,
setup_path,worst-path-buf-inv,2,
hold_path,min_from,"counter[7]$_DFFE_PP_",
logic_synthesis,synthDistinctLibCells,15,
sta,tns,0,ps
logic_synthesis,yosysWarningCount,1,
setup_path,path_cells,"inv_1 -> ha_1 -> nor4bb_1 -> and2_1 -> inv_1",
drt,drt_wl_total,560,um
sta,rsz0062_at_grt,"false",
drt,vias_per_cell,2.77,
die,chipWidth,80,um
logic_synthesis,syn_inst,31,
sta,final_max_slew_viol_count,0,
global_route,grt_max_degree,9,
placed_design,hpwl,426,um
power,power_density,501,nW/um^2
sta,max_clock_freq,0.646,GHz
sta,finalSetupViolations,0,
setup_path,r2r-start,"counter[0]$_DFFE_PP_",
global_route,grt.overflow.total,0,
global_route,grt_usage,0.0199,
global_route,grt_pass1_vias,240,
sta,finalCriticalPeriod,1550,ps
die,rows,21,
setup_path,crit_type,"reg -> reg",
setup_path,cpMaxStageDelayCell,"edfxtp_1",
flow_run,warnings,26,
drt,first_pass_iters,2,
logic_synthesis,yosysCellCount,31,
drt,n_antenna_cell,0,
setup_path,max_stage_delay,420,ps
setup_path,cp_data_required_time,2580,ps
clock_tree,cts_root_buf,"clkbuf_4",
clock_tree,postCtsHoldBufs,0,
clock_tree,clkTransAtPathRegs,50,ps
sta,timing.final.crit_share,0.596,
setup_path,cp-start-kind,"flip-flop",
sta,timing_hold_violations_final,0,
die,chip_area,6400,um^2
flow_run,cap_violations,0,
die,die_y,80,um
clock_tree,clock_path_buffers,2,
clock_tree,clock_latency,250,ps
outcome,status,"completed",
logic_synthesis,synth_seq_share,0.623,
sta,slew_headroom,0.801,
final_layout,n_fill_cell,395,
drt,wire_per_inst,6.83,um
sta,finClkSkew,1.22,ps
final_layout,area_growth,22.5,%
drt,drcViolationCount,0,
placed_design,globalplace.congestion,0.783,
drt,ant_nets,0,
clock_tree,cts_buffers,3,
setup_path,arrival,1520,ps
logic_synthesis,yosys_area,418,um^2
die,io_pins,2,
die,fp_util,0.122,
final_layout,fin_cells,82,
logic_synthesis,synth_flops,9,
final_layout,comb_area,146,um^2
drt,drtIter0Drc,27,
setup_path,cp-end-kind,"flip-flop",
sta,worst_pin_slew,299,ps
global_route,grt_pass1_wl,979,um
setup_path,cp_top_family,"simple AND/OR/NAND/NOR gates",
power,vdd_ir_drop_max,0.148,mV
logic_synthesis,synth_area,418,um^2
setup_path,crit_fanout,8,
clock_tree,post_cts_buffers,0,
clock_tree,cts_resized,0,
setup_path,crit_top_cell,"inv_1",
power,leakage,0.187,nW
clock_tree,htreeDepth,1,
logic_synthesis,syn_area_per_cell,13.5,um^2
[per-layer routing]
layer / wire [um] / global-route usage
met4: 0 / 0.00176
met1: 248 / 0.0200
met3: 72 / 0.0205
met2: 240 / 0.0297
met5: 0 / 0
[metrics by stage]
step / area [um^2] / hold slack, ps / worst slack [ps] / utilization / total power [mW]
final: 512 / 609 / 1050 / 0.150 / 0.257
after global routing: 512 / 630 / 969 / 0.150 / 0.274
after CTS: 512 / 611 / 1030 / 0.150 / 0.261
after detailed placement: 485 / 601 / 1040 / 0.142 / 0.158
after global placement: 485 / 596 / 1080 / 0.142 / 0.158
after floorplan: 418 / 570 / 1230 / - / 0.158
[where the power goes]
group	switching [mW]	internal, mW
Clock	0.0427	0.0587
Sequential	0	0.155
Combinational	0	0
[final timing paths]
| kind | end | slack [ps] | cells after the start |
|---|---|---|---|
| setup / recovery | counter[3]$_DFFE_PP_ | 1050 | 5 |
| hold / removal | counter[7]$_DFFE_PP_ | 610 | 1 |
| setup reg to reg | counter[3]$_DFFE_PP_ | 1050 | 5 |
| hold reg to reg | counter[7]$_DFFE_PP_ | 610 | 1 |
[cells in the mapped netlist (all sizes together)]
cell type | count | share of area
ha | 2 | 0.060
edfxtp | 8 | 0.57
nand3 | 3 | 0.048
xor2 | 3 | 0.063
nand2 | 2 | 0.018
and3 | 1 | 0.015
xnor2 | 3 | 0.063
nor3 | 2 | 0.036
dfxtp | 1 | 0.048
and2 | 1 | 0.015
inv | 3 | 0.027
nor4bb | 1 | 0.024
nor2 | 1 | 0.0090
[logic make-up after synthesis]
logic type,share of synthesized area
DFF,0.623
buffers and inverters,0.0269
and+or+nand+nor,0.165
adders and majority gates,0.0599
xor gates and xnor gates,0.126
[flip-flops by register name, summed over array words and instances, names as in the netlist]
register / cells
PWM_out: 1
counter: 8
[final cells by class]
| type | instances | share of cell area |
|---|---|---|
| Timing Repair Buffer | 1 | 0.0196 |
| Inverter | 3 | 0.0220 |
| Tap cell | 46 | 0.112 |
| Multi-Input combinational cell | 19 | 0.286 |
| Clock buffer | 4 | 0.0513 |
| Sequential cell | 9 | 0.509 |
[placed cells by master (no fill, tap or decap), types with 2 or more instances in the layout]
| cell | synthesis | final |
|---|---|---|
| clkbuf_4 | 0 | 3 |
| inv_1 | 3 | 3 |
| edfxtp_1 | 8 | 8 |
| xnor2_1 | 3 | 3 |
| ha_1 | 2 | 2 |
| nand3_1 | 2 | 2 |
| xor2_1 | 3 | 3 |
| nand2_1 | 2 | 2 |
Power figures rest on the tool's default switching activity, not on a simulated workload.
